### flow/config.mk
export PLATFORM = sky130hd
export DESIGN_NAME = alu_rtl
export DESIGN_NICKNAME = alu_rtl
export VERILOG_FILES = /design/flow/design.v
export SDC_FILE = /design/flow/constraint.sdc
export NUM_CORES = 4
export LEC_CHECK = 1
export CORE_UTILIZATION = 30
### flow/constraint.sdc
current_design alu_rtl

set clk_period 4.3
set clk_io_pct 0.2

create_clock -name clk0 -period $clk_period

set non_clock_inputs [all_inputs -no_clocks]
set_input_delay [expr $clk_period * $clk_io_pct] -clock clk0 $non_clock_inputs
set_output_delay [expr $clk_period * $clk_io_pct] -clock clk0 [all_outputs]
### flow/design.v
module alu_rtl(
    ctrl,
    x,
    y,
    carry,
    out  
);
    input  [3:0] ctrl;
    input  [7:0] x;
    input  [7:0] y;
    output       carry;
    output [7:0] out;
    wire [7:0] out_0,out_1,out_2,out_3,out_4,out_5;
    wire [7:0] out_6,out_7,out_8,out_9,out_10,out_11,out_12;
    wire carry_0,carry_1;
    wire zero=0;
    wire[7:0] alu_result;
    assign {carry_0,out_0}=x+y;
    assign {carry_1,out_1}=x-y;
    assign out_2=x&y;
    assign out_3=x|y;
    assign out_4=~x;
    assign out_5=x^y;
    assign out_6=~(x|y);
    assign out_7=y << x[2:0];
    assign out_8=y >> x[2:0];
    assign out_9={x[7],x[7:1]};
    assign out_10={x[6:0],x[7]};
    assign out_11={x[0],x[7:1]};
    assign out_12=(x==y)?1:0;
    assign alu_result=(ctrl==4'b0000)?out_0:
                      (ctrl==4'b0001)?out_1:
                      (ctrl==4'b0010)?out_2:
                      (ctrl==4'b0011)?out_3:
                      (ctrl==4'b0100)?out_4:
                      (ctrl==4'b0101)?out_5:
                      (ctrl==4'b0110)?out_6:
                      (ctrl==4'b0111)?out_7:
                      (ctrl==4'b1000)?out_8:
                      (ctrl==4'b1001)?out_9:
                      (ctrl==4'b1010)?out_10:
                      (ctrl==4'b1011)?out_11:
                      (ctrl==4'b1100)?out_12:zero;
    assign carry=(ctrl==4'b0000)?carry_0:
                 (ctrl==4'b0001)?carry_1:zero;
    assign out[7:0]=alu_result[7:0];
endmodule
### flow/run.sh
#!/bin/bash
# OpenROAD 26Q1-2900-gdf79404cd8, Yosys 0.63+post, stock flow scripts
make -C /OpenROAD-flow-scripts/flow DESIGN_CONFIG=/design/flow/config.mk WORK_HOME=/design/flow/orfs finish
==> results.py <==
# Auto-generated metrics
metrics = {
    "detailed_routing": {
        "diodes": 0,
        "drc": 0,
        "drt-vias-per-instance": 5.66,
        "wl_per_cell_microns": 17.2,
        "drt_iter0_markers": 224,
        "drt-total-wl_microns": 8170,
        "first_pass_iters": 4,
        "via_count": 2696,
        "ant_nets": 0,
    },
    "sta": {
        "maxSlewHeadroom": 0.656,
        "setup_viol": 0,
        "timing.fmax_mhz": 239,
        "tightest_slew_ns": 0.514,
        "finalMaxSlewViolations": 0,
        "final.setup.tns_ns": 0,
        "rsz0062_at_grt": "false",
        "period_used_share": 0.972,
        "hold_viol_final": 0,
        "hold_ws_ns": 2.89,
        "fin_crit_ns": 4.18,
    },
    "grt": {
        "grt_pass1_vias": 2512,
        "grt-ovfl-total": 0,
        "track_usage": 0.228,
        "grt_max_degree": 21,
        "grt_antenna_before_repair": 0,
        "grt_pass1_wl_microns": 13200,
    },
    "place": {
        "hpwl_microns": 6590,
        "dp.cells": 476,
        "routabilityCongestion": 0.991,
        "portBuffers": 29,
    },
    "floorplan": {
        "initCoreUtil": 0.316,
        "core.rowCount": 30,
        "io_pins": 29,
        "chip_area_sq_um": 7620,
        "die_w_microns": 87.3,
        "core_sq_um": 6910,
        "die.size.y_microns": 87.3,
    },
    "pwr": {
        "p_leak_uw": 0.00126,
        "max-vdd-ir-drop_mv": 0.0460,
        "power_uw": 340,
        "power.density_nw_per_um2": 115,
    },
    "synthesis": {
        "synth_warnings": 0,
        "yosysChipArea_sq_um": 2180,
        "yosysCellCount": 319,
        "synth_area_sq_um": 2180,
        "avgSynthCellArea_sq_um": 6.84,
        "ys_seq_share": 0,
        "syn_inst": 319,
        "synthDistinctLibCells": 62,
    },
    "hold_path": {
        "hp-class": "in2out",
    },
    "status": {
        "status": "finished, final reports clean",
    },
    "flow_run": {
        "log.warning_count": 48,
        "maxCapViolCount": 0,
    },
    "critical_path": {
        "cp-start-kind": "input port",
        "end_kind": "output port",
        "cp_max_fo": 7,
        "crit_type": "in2out",
        "crit_arrival_ns": 3.32,
        "cp.required_ns": 3.44,
    },
    "final_layout": {
        "flop_area_sq_um": 0,
        "stdcell_count": 476,
        "ff_count": 0,
        "drive_above_1_share": 0.226,
        "clock_buffers": 0,
        "area_growth_pct": 35.8,
    },
    "cts": {
        "ctsHoldBuffers": 0,
    },
}
worst max-delay path, stage by stage:
cell and delay, ns:
clkdlybuf4s50_1 0.52, inv_1 0.10, ha_4 0.28, nor2b_2 0.16
o21ai_1 0.12, nand2b_1 0.13, a221o_1 0.37, a221o_1 0.37
clkdlybuf4s50_1 0.41
metrics by stage:
step,util,worst slack (ns),cell area (sq um)
after floorplan,-,0.833,2180
after global placement,0.417,-0.0375,2880
after detailed placement,0.417,-0.0463,2880
after CTS,0.421,0.0218,2910
after global routing,0.429,0.0155,2960
final,0.429,0.121,2960
metal layers:
metal / global-route usage / routed length (microns)
met3: 0.0279 / 598
met2: 0.367 / 3720
met1: 0.333 / 3700
met5: 0 / 0
met4: 0.0358 / 155
kinds of logic (layout without fill, tap and decap cells):
family	after synthesis	after routing	synth area share
buffers and inverters	50	111	0.104
xor gates and xnor gates	4	4	0.0160
AOI/OAI and AO/OA	125	125	0.385
and+or+nand+nor	95	95	0.224
adders and majority gates	26	26	0.156
muxes	19	19	0.116
final cells by class:
cell class | count | area, sq um
Fill cell | 739 | 3940
Inverter | 27 | 101
Multi-Input combinational cell | 269 | 2030
Tap cell | 96 | 120
Timing Repair Buffer | 84 | 712
synth_stat cells (6+ instances only):
cell type  number  area [sq um]
o21ai_0        18          90.1
nand2_1        21          78.8
ha_1           24           300
o22ai_1         8          50.1
nor2_1         21          78.8
nor3_1          6          30.0
o21ai_1         7          35.0
nand3_1         9          45.0
inv_1          25          93.8
o211ai_1        6          45.0
a21oi_1        29           145
clkbuf_1        8          30.0
mux2i_1        13           130
buf_2          10          50.1
a31oi_1         8          50.1
nand2b_1       10          62.6
repair_timing:
item                                    4_1_cts  5_1_grt
endpoints found under the setup margin        4        6
pin swaps                                     1        1
resized                                       9       12
buffers inserted                              0        0
report_power, final:
part / total, uW / switching (uW) / internal, uW
logic: 340 / 174 / 166
registers: 0 / 0 / 0
clock network: 0 / 0 / 0
total: 340 / 174 / 166
final timing paths:
check | from | end | slack (ns) | depth (start not counted)
hold / removal | ctrl[3] | out[1] | 2.89 | 4
setup / recovery | y[2] | out[4] | 0.12 | 9
cell usage in the layout, fill, tap and decap left out, drive strengths merged, types with 6 or more instances in the layout:
| master | synthesis | final |
|---|---|---|
| a21oi | 29 | 29 |
| a31oi | 8 | 8 |
| buf | 15 | 55 |
| clkdlybuf4s50 | 0 | 27 |
| ha | 24 | 24 |
| inv | 27 | 27 |
| mux2i | 13 | 13 |
| nand2 | 22 | 22 |
| nand2b | 10 | 10 |
| nand3 | 9 | 9 |
| nor2 | 24 | 24 |
| nor3 | 7 | 7 |
| o211ai | 6 | 6 |
| o21ai | 25 | 25 |
| o22ai | 8 | 8 |
Power figures rest on the tool's default switching activity, not on a simulated workload.
