### design/flow/config.mk
export PLATFORM = sky130hd
export DESIGN_NAME = asu_gate
export DESIGN_NICKNAME = asu_gate
export VERILOG_FILES = /design/flow/design.v
export SDC_FILE = /design/flow/constraint.sdc
export NUM_CORES = 4
export LEC_CHECK = 1
export CORE_AREA = 10 10 71 71
export DIE_AREA = 0 0 81 81
### design/flow/constraint.sdc
current_design asu_gate

set clk_period 5.0
set clk_io_pct 0.2

create_clock -name clk0 -period $clk_period

set non_clock_inputs [all_inputs -no_clocks]
set_input_delay [expr $clk_period * $clk_io_pct] -clock clk0 $non_clock_inputs
set_output_delay [expr $clk_period * $clk_io_pct] -clock clk0 [all_outputs]
### design/flow/design.v
module pfa(a,b,p,g);   
    input  a,b;
    output  p,g;
    and #1 (g,a,b);   
    xor #1 (p,a,b);    
endmodule
module half_adder_gate(A,B,Cin,carry,out);
    input [3:0] A,B;
    input Cin;
    output [3:0] out;
    output carry;    
    wire [3:0] P,G;
    wire w3,w4,w5,w6,w7,w8,w9,w10,w11,w12;
    wire c1,c2,c3,c4,c5,c6,c7;
        pfa PFA0(A[0],B[0],P[0],G[0]);
        and #1 (w3,P[0],Cin);
        or #1 (c1,G[0],w3);
        pfa PFA1(A[1],B[1],P[1],G[1]);
        and #1 (w4,P[1],G[0]);
        and #1 (w5,P[1],P[0],Cin);
        or #1 (c2,G[1],w4,w5); 
        pfa PFA2(A[2],B[2],P[2],G[2]);
        and #1 (w6,P[2],G[1]);
        and #1 (w7,P[2],P[1],G[0]);
        and #1 (w8,P[2],P[1],P[0],Cin);
        or #1 (c3,G[2],w6,w7,w8);
        pfa PFA3(A[3],B[3],P[3],G[3]);
        and #1 (w9,P[3],G[2]);
        and #1 (w10,P[3],P[2],G[1]);
        and #1 (w11,P[3],P[2],P[1],G[0]);
        and #1 (w12,P[3],P[2],P[1],P[0],Cin);
        or #1 (carry,G[3],w9,w10,w11,w12);
        xor #1 (out[0],P[0],Cin);
        xor #1 (out[1],P[1],c1);
        xor #1 (out[2],P[2],c2);
        xor #1 (out[3],P[3],c3);
endmodule   
module adder_gate(x,y,carry,out);
input [7:0] x, y;
output carry;
output [7:0] out;
wire c4;
reg Cin=0;
half_adder_gate h1(x[3:0],y[3:0],Cin,c4,out[3:0]);
half_adder_gate h2(x[7:4],y[7:4],c4,carry,out[7:4]);
endmodule
module asu_gate (x, y, mode, carry, out);
input [7:0] x, y;
input mode;
output carry;
output [7:0] out;
wire [7:0] output_a;
wire [7:0] output_b;
adder_gate a(x,y,carry,output_a);
barrel_shifter_gate b(x,y[2:0],output_b);
assign #2.5 out[7:0]=mode?output_a:output_b;
endmodule
module barrel_shifter_gate(in, shift, out);
input  [7:0] in;
input  [2:0] shift;
output [7:0] out;
wire [7:0] x1;
wire [7:0] x2;
reg zero = 0;
mux m1_1(x1[0],in[0],zero,shift[0]);
mux m1_2(x1[1],in[1],in[0],shift[0]);
mux m1_3(x1[2],in[2],in[1],shift[0]);
mux m1_4(x1[3],in[3],in[2],shift[0]);
mux m1_5(x1[4],in[4],in[3],shift[0]);
mux m1_6(x1[5],in[5],in[4],shift[0]);
mux m1_7(x1[6],in[6],in[5],shift[0]);
mux m1_8(x1[7],in[7],in[6],shift[0]);
mux m2_1(x2[0],x1[0],zero,shift[1]);
mux m2_2(x2[1],x1[1],zero,shift[1]);
mux m2_3(x2[2],x1[2],x1[0],shift[1]);
mux m2_4(x2[3],x1[3],x1[1],shift[1]);
mux m2_5(x2[4],x1[4],x1[2],shift[1]);
mux m2_6(x2[5],x1[5],x1[3],shift[1]);
mux m2_7(x2[6],x1[6],x1[4],shift[1]);
mux m2_8(x2[7],x1[7],x1[5],shift[1]);
mux m4_1(out[0],x2[0],zero,shift[2]);
mux m4_2(out[1],x2[1],zero,shift[2]);
mux m4_3(out[2],x2[2],zero,shift[2]);
mux m4_4(out[3],x2[3],zero,shift[2]);
mux m4_5(out[4],x2[4],x2[0],shift[2]);
mux m4_6(out[5],x2[5],x2[1],shift[2]);
mux m4_7(out[6],x2[6],x2[2],shift[2]);
mux m4_8(out[7],x2[7],x2[3],shift[2]);
endmodule
module mux (x,a,b,sel);
input 	a,b,sel;
output 	x;
wire sel_i,w1,w2;
not #1 n0(sel_i,sel);
and #1 a1(w1,a,sel_i);
and #1 a2(w2,b,sel);
or  #1 o1(x,w1,w2);
endmodule
### design/flow/run.sh
#!/bin/bash
# OpenROAD 26Q1-2900-gdf79404cd8, Yosys 0.63+post, stock flow scripts
make -C /OpenROAD-flow-scripts/flow DESIGN_CONFIG=/design/flow/config.mk WORK_HOME=/design/flow/orfs finish
==> flow_summary.ini <==
; implementation run metrics
[run_status]
run_status = finished clean

[die]
core_area_sq_um = 3633
row_count = 22
dieArea_sq_um = 6561
initial_core_util_pct = 16.22
num_io_pins = 26
fp.dieW_um = 81
fp.dieH_um = 81

[run]
max_cap_viol_count = 0
warnings = 33

[route]
drt-pass1-iter-count = 3
detail-route-antenna-nets = 0
via_per_inst = 4.148
drt_iter0_drc = 6
wl_um = 1728
drc_errors = 0
wl_per_cell_um = 11.60
antennaDiodeCount = 0
vias = 618

[synth]
synth_top_cell_by_area = ha_1
synth_warnings = 2
synthSimpleGateAreaFrac_pct = 12.74
netlist_area_sq_um = 589.3
topCellsByArea = ha_1 19%, mux2i_1 8.5%, mux4_2 7.6%
yosysCellCount = 76
ys_sh_mux_pct = 21.87
aoi_share_pct = 25.69
xor_share_pct = 5.945
syn_inst = 76
yosysSeqAreaShare_pct = 0
avgSynthCellArea_sq_um = 7.754
yosys.area_share.adder_pct = 25.90
synthTopLogicFamily = adder cells
ys_top_cells_by_count = 12 x nand2_1, 9 x ha_1, 6 x inv_1
synth_chip_area_sq_um = 589.3
synth_cell_type_count = 29
yosysMostFrequentCell = nand2_1
synth_top_area_share_pct = 19.11

[critical_path]
critPathCaptureType = primary output
crit_fanout = 6
crit_path_max_incr_delay_ns = 0.60
cp.required_ns = 4.00
crit_buf_inv = 3
cp.arrival_ns = 3.50
critPathLaunchType = primary input
cpMostUsedCell = clkdlybuf4s50_1
slowest_stage = clkdlybuf4s50_1
path_cells = clkdlybuf4s50_1, ha_1, a41o_1, a21oi_2, inv_1, fa_1, xnor2_1, a21oi_1, clkdlybuf4s50_1
path_class = in2out
crit_family = buffers and inverters

[final_timing]
max_slew.worst_pin.slew_ns = 0.3173
clock.fmax_ghz = 0.2223
finalMaxSlewViolations = 0
setup_viol = 0
tns_ns = 0
slew_headroom_pct = 78.78
post-route-min-period_ns = 4.498
rsz0062_at_grt = no
finalClockPeriodUsage_pct = 89.95
final.setup.worst_slack_ns = 0.5023
finalHoldViolCount = 0

[cts]
cts_setup_buffers = 0
postCtsHoldBufs = 0
cts_resized = 0

[placed_design]
numPortBuffers = 26
preCtsSetupSlack_ns = 0.4688
gp_congestion = 0.8571
place_area_sq_um = 904.6
place_hpwl_um = 1534

[cells_and_area]
ff_count = 0
design_area_sq_um = 904.6
clkbuf_count = 0
final_util_pct = 24.90
syn_to_final_growth_pct = 53.50
register_area_sq_um = 0
drive_gt1_share_pct = 8.911

[global_route]
grt_pass1_vias = 635
grt-ovfl-total = 0
grt_max_degree = 10
grt_usage_pct = 5.510
grt_pass1_wl_um = 3042
grt_antenna_before_repair = 0

[power]
ir_drop_v = 0.00004052
p_leak_nw = 0.3976
p_per_area_nw_per_um2 = 103.8
power_uw = 93.86

[hold_path]
hold_path.class = in2out
path summary, 6_finish.rpt:
| path | from | endpoint | slack (ns) | cells past startpoint |
|---|---|---|---|---|
| worst max-delay path | y[1] | out[5] | 0.50 | 9 |
| worst min-delay path | y[7] | carry | 3.13 | 4 |
cell type report:
cell class	instances	area, sq um
multi-input combinational	66	543.0
tap	48	60.06
inverter	7	26.28
timing repair buffer	28	275.3
fill	401	2729
metrics by stage:
stage | instances | hold WS, ns
after CTS | 149 | 3.147
after floorplan | 76 | 2.121
after global placement | 149 | 3.139
after global routing | 149 | 3.175
after detailed placement | 149 | 3.138
final | 149 | 3.135
layer usage:
layer  share of wire [%]  wire length (um)  up-vias  GRT usage (%)
met5                   0                 0        -              0
met3                 8.3               144        2          1.670
met1                  46               794      271          7.804
met2                  45               774       16          8.360
li1                    -                 -      329              -
met4                0.81                14        0         0.5190
where the power goes:
group          internal (mW)  leakage, nW  switching (mW)
Sequential                 0            0               0
Clock                      0            0               0
Combinational         0.0564        0.398          0.0375
Total                 0.0564        0.398          0.0375
cell families (layout without fill, tap and decap cells):
family | Yosys count | count (layout)
mux | 10 | 10
simple gates | 19 | 19
fa+ha+maj | 11 | 11
xor+xnor | 4 | 4
compound gates | 22 | 22
buf+inv | 10 | 35
cells in the final DEF, fill, tap and decap left out, drive strengths merged:
| cell | count |
|---|---|
| o21bai | 1 |
| mux4 | 2 |
| o31ai | 1 |
| mux2 | 3 |
| o22ai | 1 |
| buf | 2 |
| ha | 9 |
| a21oi | 4 |
| nand2 | 12 |
| nor3 | 1 |
| xnor2 | 4 |
| a21o | 4 |
| o311a | 1 |
| a31oi | 1 |
| a211oi | 1 |
| a32o | 1 |
| clkdlybuf4s50 | 26 |
| o211ai | 1 |
| a41o | 1 |
| inv | 7 |
| nor2 | 4 |
| mux2i | 5 |
| o21ai | 5 |
| fa | 2 |
| nand3 | 2 |
Power and IR drop assume default switching activity.
