`run.sh`:
```
#!/bin/bash
# OpenROAD 26Q1-2900-gdf79404cd8, Yosys 0.63+post, stock flow scripts
make -C /OpenROAD-flow-scripts/flow DESIGN_CONFIG=/design/flow/config.mk WORK_HOME=/design/flow/orfs finish
```
`config.mk`:
```
export PLATFORM = sky130hd
export DESIGN_NAME = SingleCycle_MIPS
export DESIGN_NICKNAME = SingleCycle_MIPS
export VERILOG_FILES = /design/flow/design.v
export SDC_FILE = /design/flow/constraint.sdc
export NUM_CORES = 4
export LEC_CHECK = 1
export CORE_UTILIZATION = 50
```
`constraint.sdc`:
```
current_design SingleCycle_MIPS

set clk_period 26.9
set clk_io_pct 0.2

create_clock -name clk0 -period $clk_period [get_ports {clk}]

set non_clock_inputs [all_inputs -no_clocks]
set_input_delay [expr $clk_period * $clk_io_pct] -clock clk0 $non_clock_inputs
set_output_delay [expr $clk_period * $clk_io_pct] -clock clk0 [all_outputs]
```
`design.v`:
```
module SingleCycle_MIPS( 
    clk,
    rst_n,
    IR_addr,
    IR,
    RF_writedata,
    ReadDataMem,
    CEN,
    WEN,
    A,
    ReadData2,
    OEN
);
    input         clk, rst_n;
    input  [31:0] IR;
    output [31:0] IR_addr ,RF_writedata;
    input  [31:0] ReadDataMem;   
    output        CEN;   
    output        WEN;   
    output [6:0] A;   
    output [31:0] ReadData2;   
    output        OEN;   
wire [25:0] Inst_25_0;
wire [4:0] Inst_25_21;
wire [4:0] Inst_20_16;
wire [4:0] Inst_15_11;
wire [15:0] Inst_15_0;
wire [31:0] shamt; 
wire [31:0] pc; 
wire [5:0] opcode;
wire [5:0] func;
wire RegDST;
wire ALUSrc;
wire MemToReg;
wire RegWrite; 
wire MemRead;
wire MemWrite;
wire Jump;
wire branch;
wire ALUzero;
wire [3:0]  ALU_Control;
wire [1:0]  ALUOp;
wire [31:0] ALU_Result;
wire [31:0] ALU_datain2_src0;
wire [31:0] ALU_datain2;
wire [4:0]  r_wr_addr;
wire [4:0]  r_rd_addr1;
wire [4:0]  r_wr_addr0;
wire [31:0] r_wr_data;
wire [31:0] r_rd_data1;
wire [31:0] r_rd_data2;
wire [31:0] r_wr_data0;
wire [31:0] pc_plus_4;   
wire _JAL;     
wire _JR;      
wire [31:0] Inst_15_0_signext; 
wire [31:0] br_signext_sl2;
assign opcode = IR[31:26];
assign func  = IR[5:0];
assign Inst_25_0   = IR[25:0];
assign Inst_25_21  = IR[25:21];
assign Inst_20_16  = IR[20:16];
assign Inst_15_11  = IR[15:11];
assign Inst_15_0   = IR[15:0];
assign shamt       = {27'd0,IR[10:6]};
assign OEN = 0;
assign WEN = !MemWrite;
assign CEN = (!opcode)? 1:0;
assign ReadData2 = r_rd_data2;
pc pc_0 ( .clk              (clk           ),
          .rst              (rst_n         ), 
          .br_signextend_sl2(br_signext_sl2), 
          .Inst_25_0        (Inst_25_0     ),
          .Jump             (Jump          ), 
          .branch           (branch        ),
          .ALUzero          (ALUzero       ),
          .pc               (pc            ),
          .pc_plus_4        (pc_plus_4     ),
          ._JR              (_JR           ),
          .r_rd_data1         (r_rd_data1    )
         );
Control_Unit Control_Unit_0( .opcode     (opcode     ),
                             .func       (func       ),
                             .RegDST     (RegDST     ),
                             .ALUSrc     (ALUSrc     ),
                             .MemToReg   (MemToReg   ),
                             .RegWrite   (RegWrite   ),
                             .MemRead    (MemRead    ),
                             .MemWrite   (MemWrite   ),
                             .Jump       (Jump       ),
                             .Branch     (branch     ),
                             .ALUOp      (ALUOp      ),
                             ._JAL       (_JAL       ),
                             ._JR        (_JR        )
                            );
Register register_0(.clk      (clk         ),
                    .rst      (rst_n       ),
                    .RegWrite (RegWrite    ),
                    .Reg_R1   (Inst_25_21  ),
                    .Reg_R2   (Inst_20_16  ),
                    .Reg_W    (r_wr_addr  ),
                    .WriteData(r_wr_data   ),
                    .ReadData1(r_rd_data1  ),
                    .ReadData2(r_rd_data2  )
                    );
ALUControl ALUControl_0(.ALUctrl    (ALU_Control),
	                      .ALUOp      (ALUOp      ),
	                      .ALU_CtrlIn (func       )
                        );
ALU ALU_0(.ALUin1    (r_rd_data1  ),
	        .ALUin2    (ALU_datain2 ),
	        .ALUctrl   (ALU_Control ),
	        .ALUresult (ALU_Result  ),
	        .ALUzero   (ALUzero     )
         );
signextend signextend_0(.in  (Inst_15_0        ),
                        .out (Inst_15_0_signext)
                       );
shift br_lshift_0(.in(Inst_15_0_signext),
                  .out(br_signext_sl2   )
                 );
mux_5 MUX_RegDST(.in0(Inst_20_16), 
               .in1(Inst_15_11), 
               .out(r_wr_addr0), 
               .sel(RegDST    )
              );
mux_5 MUX_RegDST_1(.in0(r_wr_addr0), 
                 .in1(5'd31     ), 
                 .out(r_wr_addr ), 
                 .sel(_JAL      )
                );
mux_32 MUX_Src(.in0(r_rd_data2       ), 
            .in1(Inst_15_0_signext), 
            .out(ALU_datain2      ), 
            .sel(ALUSrc           )
           );
mux_32 MUX_MemToReg(.in0(ALU_Result ), 
                 .in1(ReadDataMem), 
                 .out(r_wr_data0 ), 
                 .sel(MemToReg   )
                );
mux_32 MUX_MemToReg_1(.in0(r_wr_data0), 
                   .in1(pc_plus_4 ), 
                   .out(r_wr_data ), 
                   .sel(_JAL      )
                  );
assign IR_addr = pc;
assign RF_writedata = r_wr_data;
assign A = ALU_Result[8:2];
endmodule
module ALUControl(ALUctrl, ALUOp, ALU_CtrlIn); 
output reg[3:0] ALUctrl;  
input [1:0] ALUOp;  
input [5:0] ALU_CtrlIn;
always@(ALUOp or ALU_CtrlIn)begin
if(ALUOp != 2'b10)begin
case (ALUOp)
  2'b00 : ALUctrl = 4'b0010;  
  2'b01 : ALUctrl = 4'b0110;  
    default: ALUctrl = 4'b1111;
endcase
end
else begin
case(ALU_CtrlIn)
    6'b100000 : ALUctrl = 4'b0010;  
    6'b100010 : ALUctrl = 4'b0110;  
    6'b100100 : ALUctrl = 4'b0000;  
    6'b100101 : ALUctrl = 4'b0001;  
    6'b101010 : ALUctrl = 4'b0111;  
    default: ALUctrl = 4'b1111;
endcase
end
end
endmodule
module ALU(ALUresult, ALUzero, ALUin1, ALUin2, ALUctrl);
input [31:0] ALUin1,ALUin2;
input [3:0] ALUctrl;
output  ALUzero;
output reg[31:0] ALUresult;
always@(ALUin1 or ALUin2 or ALUctrl)begin
case (ALUctrl)
    4'b0010 : ALUresult = ALUin1 + ALUin2;
    4'b0110 : ALUresult = ALUin1 - ALUin2;
    4'b0000 : ALUresult = ALUin1 & ALUin2;
    4'b0001 : ALUresult = ALUin1 | ALUin2;
    4'b0111 : ALUresult = (ALUin1 < ALUin2) ? 1 : 0;
  default: ALUresult = 0;
endcase
end
assign ALUzero = (ALUctrl == 4'b0110 && ALUresult == 0) ? 1 : 0;
endmodule
module mux_32(out, sel, in0, in1);
input [31:0] in0, in1;
input sel;
output reg[31:0] out;
always @(in0 or in1 or sel)begin
case(sel)
    1'b0 : out = in0;
    1'b1 : out = in1;
  default : out = 0 ;
endcase
end
endmodule
module mux_5(out, sel, in0, in1);
input [4:0] in0, in1;
input sel;
output reg[4:0] out;
always @(in0 or in1 or sel)begin
case(sel)
    1'b0 : out = in0;
    1'b1 : out = in1;
  default : out = 0 ;
endcase
end
endmodule
module Control_Unit(opcode, func, RegDST, Jump, Branch, MemRead, MemToReg, ALUOp, MemWrite, ALUSrc, RegWrite,_JAL,_JR);
input[5:0] opcode;
input[5:0] func;
output RegDST;   
output Jump;
output Branch;  
output MemRead;  
output MemToReg;  
output reg[1:0] ALUOp;  
output MemWrite;  
output ALUSrc;  
output RegWrite;
output _JAL; 
output _JR;
assign RegDST    = (opcode==6'b0);
assign ALUSrc    = (opcode!=6'b0) && (opcode!=6'b000100);
assign MemToReg  = (opcode==6'b100011);
assign RegWrite  = (opcode!=6'b101011) && (opcode!=6'b000100) && (opcode!=6'b000010) && (!((opcode==6'd0) &&  (func==6'b001000))); 
assign MemRead   = (opcode==6'b100011);
assign MemWrite  = (opcode==6'b101011) && (opcode !=6'b000010) && (opcode !=6'b000011);
assign Jump      = (opcode==6'b000010) || (opcode== 6'b000011);
assign Branch    = (opcode==6'b000100);
assign _JAL      = (opcode==6'b000011);
assign _JR       = (opcode==6'b0) && (func==6'b001000);
always@(*)begin
    if(opcode == 6'b0) ALUOp = 2'b10;
    else begin
        if(opcode!=6'b000100)ALUOp = 2'b00;
        else ALUOp = 2'b01;
    end
end
endmodule
module shift(in, out);
input [31:0] in;
output [31:0] out;
reg [31:0] shift;
always@(in)begin
shift = in << 2;
end
assign out = shift;
endmodule
module Register(clk,rst,RegWrite, Reg_R1, Reg_R2, Reg_W, WriteData, ReadData1, ReadData2);
input clk;
input rst;
input RegWrite;
input  [4:0] Reg_R1;
input  [4:0] Reg_R2;
input  [4:0] Reg_W;
input  [31:0] WriteData;
output [31:0] ReadData1;
output [31:0] ReadData2;
reg[31:0] register[1:31];
always@(posedge clk or negedge rst) begin
if(rst == 1'b0)begin
register[1] <= 0;
register[2] <= 0;
register[3] <= 0;
register[4] <= 0;
register[5] <= 0;
register[6] <= 0;
register[7] <= 0;
register[8] <= 0;
register[9] <= 0;
register[10] <= 0;
register[11] <= 0;
register[12] <= 0;
register[13] <= 0;
register[14] <= 0;
register[15] <= 0;
register[16] <= 0;
register[17] <= 0;
register[18] <= 0;
register[19] <= 0;
register[20] <= 0;
register[21] <= 0;
register[22] <= 0;
register[23] <= 0;
register[24] <= 0;
register[25] <= 0;
register[26] <= 0;
register[27] <= 0;
register[28] <= 0;
register[29] <= 0;
register[30] <= 0;
register[31] <= 0;
end
else if((RegWrite==1'b1) && (Reg_W!=5'd0)) begin
    register[Reg_W] <= WriteData;
  end
end
assign ReadData1 = (Reg_R1==5'd0) ? 32'd0 : register[Reg_R1];   
assign ReadData2 = (Reg_R2==5'd0) ? 32'd0 : register[Reg_R2];
endmodule
module pc(clk, rst, br_signextend_sl2, Inst_25_0, Jump, branch, ALUzero, pc, pc_plus_4,_JR,r_rd_data1);
input clk, rst;
input [31:0] br_signextend_sl2;
input [25:0] Inst_25_0;
input Jump;
input branch;
input ALUzero;
input _JR;
input[31:0] r_rd_data1;
output [31:0] pc;
output [31:0] pc_plus_4;
reg  [31:0] pc_val;
wire [31:0] br_loc;
wire branch_EN;
assign pc_plus_4 = pc_val + 32'd4;       
assign branch_EN = branch & ALUzero;
assign br_loc = pc_plus_4 + br_signextend_sl2;
assign pc = pc_val;
assign Inst_25_21 = Inst_25_0[25:21];
always @ (posedge clk or negedge rst) 
begin 
  if (rst==1'b0) begin
    pc_val <= 31'd0;
  end 
 else if (Jump==1'b1) begin
    pc_val <= {pc_plus_4[31:28],Inst_25_0,2'b00};
  end 
  else if (branch_EN==1'b1) begin
    pc_val <= br_loc;
  end
  else if(_JR==1'b1)begin
    pc_val <= r_rd_data1;
  end
  else begin
    pc_val <= pc_plus_4;
  end
end
endmodule
module signextend(in, out);
input [15:0] in;
output [31:0] out;
reg [31:0] ext;
always @(*) begin
 ext [15:0]  = in;
 ext [31:16] = {16{in[15]}};
end
assign out = ext;
endmodule
```
==> impl_metrics.tcl <==
# place-and-route summary
set metrics [dict create \
    critPathCaptureType "output port" \
    drc_errors 0 \
    tns_ns 0 \
    ys_cells 6506 \
    edf_count 0 \
    clkSlewWorstSetupHoldPaths_ns 0.06 \
    synthToLayoutAreaGrowth_pct 13.90 \
    drv_cap 0 \
    track_usage 0.5512 \
    final_cell_mix "nand2_1, o21ai_0, dfrtp_1" \
    syn_avg_cell_area_um2 8.697 \
    period_used_share 0.7486 \
    hp-class "reg -> reg" \
    clock-root-buffer "clkbuf_16" \
    rsz0062_at_grt "no" \
    slew_headroom 0.09626 \
    io_buffer_count 170 \
    criticalPathCategory "in -> out" \
    critPathRequiredTime_ns 21.52 \
    synth-async-reset-ratio 1.000 \
    antenna_found_initial 13 \
    vias_per_cell 7.254 \
    grt_pass1_wl_um 425600 \
    synth_flops 1024 \
    cts_inserted_buffers 106 \
    wl_um 303400 \
    setup_viol 0 \
    cellLeakagePower_nw 28.52 \
    ys_types 87 \
    insertion_delay_ns 0.73 \
    max_stage_delay_ns 0.94 \
    ctsHoldBuffers 0 \
    outcome "complete, no violations" \
    fp-row-count 123 \
    postCtsSetupBuffers 0 \
    synthCells 6506 \
    drtIter0Drc 7842 \
    arrival_ns 14.76 \
    ant_nets 0 \
    drt-wirelength-per-cell_um 37.62 \
    layout_min_cycle_time_ns 20.14 \
    p_per_area_mw_per_mm2 110.5 \
    critPathTopFamily "AND-OR/OR-AND gates" \
    gp_congestion 1.094 \
    peakVddDrop_mv 0.08589 \
    power.total_mw 7.121 \
    fp-utilization 0.5037 \
    routed-via-count 58490 \
    worst-path-buf-inv 8 \
    drive_gt1_frac 0.09982 \
    grt_overflow 0 \
    fin_worst_skew_ns 0.03060 \
    layout.cells.non_filler 8063 \
    slowest_stage "nor3_1" \
    syn_area_mm2 0.05658 \
    ys_seq_frac 0.4529 \
    drtPass1Iterations 10 \
    max_freq_ghz 0.04966 \
    cts_buffer_depth 3 \
    ff_type "dfrtp_1" \
    h-tree-depth 3 \
    place_inst 7847 \
    slew_violations 0 \
    die_x_um 338.4 \
    chipArea_mm2 0.1145 \
    crit_fanout 32 \
    grt_max_degree 130 \
    setup.worst_path.start_class "input pin" \
    crit_path_frequent_cell "buf_4" \
    first_global_vias 55910 \
    tightest_slew_ns 1.343 \
    cts_tree "built" \
    warnings 95 \
    lay_top_count "nand2_1" \
    ys_area_mm2 0.05658 \
    hpwlAfterDp_um 195000 \
    cts_sinks 1024 \
    cts_repair_resize_count 0 \
    final_hold_viol_count 0 \
    fp.dieH_um 338.4 \
    core_mm2 0.1123 \
    synth_warnings 11 \
    pin_count 172 \
]
-- metrics by stage --
step	hold slack, ns	setup slack (ns)	utilization	cell area [µm²]
floorplan	0.4498	10.89	-	56580
global route	0.5229	6.692	0.5734	64410
detailed placement	0.4749	7.334	0.5409	60760
finish	0.4891	6.762	0.5737	64450
CTS	0.4886	7.319	0.5732	64400
global placement	0.4661	7.370	0.5409	60760
-- layer usage --
layer  track usage  part of all wire  wire [µm]
met1        0.6732              0.34     101700
met2        0.7236              0.39     119400
met3        0.3495              0.17      52460
met4        0.3553             0.095      28680
met5       0.05333            0.0036       1089
-- synth_stat cells (27+ instances only) --
cell type	n	area [µm²]
a21o_1	33	247.7
o21ai_0	1058	5295
nand2_1	1129	4238
dfrtp_1	1024	25620
ha_1	126	1577
and3_1	29	181.4
a222oi_1	63	630.6
xnor2_1	37	324.1
a211oi_1	30	225.2
mux2i_1	57	570.6
a221oi_1	226	1979
nand4_1	137	857.1
buf_1	29	108.9
nor4_1	27	168.9
mux2_2	41	461.7
a21oi_1	217	1086
inv_1	156	585.6
nand3_1	132	660.6
o211ai_1	48	360.4
a22o_1	220	1927
nor3_1	104	520.5
nor2_1	266	998.5
a22oi_1	394	2958
clkbuf_1	552	2072
-- sequential cells by signal, indices dropped and copies added, names as in the netlist --
register	cells
pc_0.pc_val	32
register_0.register	992
-- kinds of logic (layout without fill, tap and decap cells) --
| kind of cell | after synthesis | in the layout | share of synthesized area |
|---|---|---|---|
| other cells | 1 | 22 | 0.00006627 |
| fa+ha+maj | 129 | 129 | 0.02892 |
| compound gates | 2468 | 2468 | 0.2862 |
| xor+xnor | 58 | 58 | 0.008978 |
| mux | 100 | 100 | 0.01884 |
| simple gates | 1969 | 1969 | 0.1533 |
| buf+inv | 757 | 793 | 0.05090 |
| flops | 1024 | 1024 | 0.4529 |
-- tightest hold or removal path: cells and delay by family (launching register included) --
family / cells / cell delay (ns)
AND-OR/OR-AND: 1 / 0.06
flip-flops: 1 / 0.34
AND/OR/NAND/NOR: 1 / 0.05
-- power breakdown --
group          internal (mW)  total (mW)  switching (mW)
clock network          0.895        1.56           0.661
logic                  0.834        2.46            1.62
registers               2.27        3.11           0.836
total                   4.00        7.12            3.12
-- layout make-up --
| class | instances | area (µm²) |
|---|---|---|
| clock buffer | 149 | 3035 |
| timing repair buffer | 442 | 3756 |
| antenna | 21 | 52.55 |
| inverter | 156 | 585.6 |
| multi-input combinational | 4725 | 28920 |
| sequential | 1024 | 25620 |
| fill | 9635 | 47890 |
| tap | 1500 | 1877 |
| clock inverter | 46 | 601.8 |
-- final timing paths --
| check | slack, ns | startpoint | endpoint | cells after the start |
|---|---|---|---|---|
| worst max register to register | 19.29 | register_0.register[12][4]$_DFFE_PN0P_ | pc_0.pc_val[29]$_DFF_PN0_ | 20 |
| worst min register to register | 0.49 | register_0.register[24][23]$_DFFE_PN0P_ | register_0.register[24][23]$_DFFE_PN0P_ | 2 |
| worst min-delay path | 0.49 | register_0.register[24][23]$_DFFE_PN0P_ | register_0.register[24][23]$_DFFE_PN0P_ | 2 |
| max in group asynchronous | 18.49 | rst_n | register_0.register[31][26]$_DFFE_PN0P_ | 6 |
| min in group asynchronous | 4.58 | rst_n | register_0.register[31][13]$_DFFE_PN0P_ | 1 |
| worst max-delay path | 6.76 | IR[23] | RF_writedata[26] | 28 |
No activity file was given, so power comes from the tool's default toggle rates.
